==> flow/design.v <==
module crosswalk (  
	input  wire RST, 
	input  wire CLK, 
	input  wire BUTTON,
	input  wire SENSOR,
	output wire  PR,	 
	output wire  PG,     
	output wire  RR,	 
	output wire  RG,	 
	output wire  RY,	 
	);       		
	parameter timerRed=10000;
	parameter timerGreen=10000;
	parameter timer_blink=50000;
	parameter timerYellow=3000;
	localparam START= 0;
	localparam RED_0 = 1;
	localparam GREEN_1 = 2;
	localparam BLINKING = 3;
	localparam YELLOW_1 = 4;
	localparam GREEN_2 = 5;
	localparam YELLOW_2 = 6;
	localparam DECR_DCNT = 7;
	reg [2:0] state, prev_state;
	reg [31:0] DCNT;
	reg [31:0] CNTGB ;  
	always @ (posedge CLK or posedge RST)  
		if (RST) state <=START;
		else  
			case (state) 
				START			  :		  
					begin
						if (BUTTON)
							begin
								prev_state<=state;
								state <= GREEN_1;
							end 
						else if(SENSOR && !BUTTON)
							begin
								prev_state<=state;
								state <= YELLOW_1; 
							end
					end
				RED_0             : 
					begin
						prev_state<=state;
						state <= DECR_DCNT;
					end 
				GREEN_1          :                   
					begin
						state <= DECR_DCNT;
						prev_state<=state;	
					end
				DECR_DCNT        :  
					begin
						if (DCNT==0 && prev_state==GREEN_1)     state <= BLINKING;	
						else if(DCNT==0 && prev_state==BLINKING) state <= YELLOW_1;
						else if(DCNT==0 && prev_state==GREEN_2) state <= YELLOW_2;
						else if(DCNT==0 && prev_state==YELLOW_1) state<=GREEN_2;
						else if(DCNT==0 && prev_state==YELLOW_2) state<=RED_0;
						else if(DCNT==0 && prev_state==RED_0)    state<=GREEN_1;
						else             						 state <= DECR_DCNT; 
					end
				BLINKING 		:	
					begin
						prev_state<=state;
						state<=DECR_DCNT;
					end
				YELLOW_1        : 		
					begin	
						prev_state<=state;
						state<=DECR_DCNT;
					end
				GREEN_2			:	
					begin
						prev_state<=state;
						state<=DECR_DCNT;
					end										
				YELLOW_2		:						
					begin
						prev_state<=state;
						state<=DECR_DCNT;
					end
				default          :                   	state <= START;
			endcase
	always @ (posedge CLK or posedge RST)  
	if (RST) CNTGB<=32'b0;
	else if (CNTGB==32'b11111111111111111111111111111111) CNTGB<=32'b0;
	else CNTGB<=CNTGB+1;
	always@(posedge CLK or posedge RST)
		if(RST)                    DCNT <= 3'd0; 
		else if(state==RED_0)          DCNT<=timerRed;
		else if(state ==GREEN_1 || state==GREEN_2)    	DCNT <= timerGreen ;							
		else if(state==BLINKING)       DCNT<= timer_blink;
		else if(state==YELLOW_1 || state==YELLOW_2)		DCNT<= timerYellow;
		else if(state == DECR_DCNT)      DCNT <= DCNT - 'd1;
		else                            DCNT <= DCNT      ;
	reg O_PR;		 
	reg O_PG;
	reg O_RR;		  
	reg O_RG;
	reg O_RY;
	always@(posedge CLK or posedge RST)
		if(RST)
			begin
				O_RR <=   1'b1;	   
				O_PR <=   1'b1;
				O_PG <= 1'b0;
				O_RG <= 1'b0;
				O_RY <= 1'b0;
		  	end
		 else
		 case(state)
			 START : 
				 begin  
				 	O_RR <= 1'b1;
				 	O_PR <= 1'b1;
				 	O_PG <= 1'b0;
					O_RG <= 1'b0;
					O_RY <= 1'b0;
			 	 end
			 RED_0 :
			 	begin
				 	O_RR <= 1'b1;
				 	O_PR <= 1'b1;
				 	O_PG <= 1'b0;
				 	O_RG <= 1'b0;
				 	O_RY <= 1'b0;
			 	end
			 GREEN_1 :
			 	begin
				 	O_RR <= 1'b1;
				 	O_PG <= 1'b1;
				 	O_PR <= 1'b0;
				 	O_RG <= 1'b0;
				 	O_RY <= 1'b0;
			 	end
			 YELLOW_1 :
			 	begin
				 	O_RY <= 1'b1;
				 	O_PR <= 1'b1; 
				 	O_PG <= 1'b0;
				 	O_RG <= 1'b0;
				 	O_RR <= 1'b0;
			 	end
			 YELLOW_2 :
			 	begin
				 	O_RY <= 1'b1;
				 	O_PR <= 1'b1;
				 	O_PG <= 1'b0;
				 	O_RG <= 1'b0;
				 	O_RR <= 1'b0;
			 	end
			 GREEN_2 :
			 	begin
				 	O_RG <= 1'b1;
				 	O_PR <= 1'b1;
				 	O_PG <= 1'b0;
				 	O_RR <= 1'b0;
				 	O_RY <= 1'b0;
			 	end
			 BLINKING :
			 	begin
				 	O_RR <= 1'b1;
				 	O_PG <= CNTGB[5];
				 	O_PR <= 1'b0;
				 	O_RG <= 1'b0;
				 	O_RY <= 1'b0;
			 	end
			 DECR_DCNT :
			 begin  
				   	O_RR <= O_RR;	   
					if (prev_state==BLINKING) O_PG <=CNTGB[5];
						else O_PG <= O_PG;
					O_PR <= O_PR;
					O_RG <= O_RG;
					O_RY <= O_RY;
				end
			  default :
			  	begin
					O_RR <=   1'b1;	   
					O_PR <=   1'b1;
					O_PG <= 1'b0;
					O_RG <= 1'b0;
					O_RY <= 1'b0;  
			  	end
			endcase
	assign PR = O_PR;
	assign PG = O_PG;
	assign RR = O_RR;
	assign RG = O_RG;
	assign RY = O_RY;
endmodule
==> flow/run.sh <==
#!/bin/bash
# OpenROAD 26Q1-2900-gdf79404cd8, Yosys 0.63+post, stock flow scripts
make -C /OpenROAD-flow-scripts/flow DESIGN_CONFIG=/design/flow/config.mk WORK_HOME=/design/flow/orfs finish
==> flow/config.mk <==
export PLATFORM = sky130hd
export DESIGN_NAME = crosswalk
export DESIGN_NICKNAME = crosswalk
export VERILOG_FILES = /design/flow/design.v
export SDC_FILE = /design/flow/constraint.sdc
export NUM_CORES = 4
export LEC_CHECK = 1
export CORE_UTILIZATION = 40
==> flow/constraint.sdc <==
current_design crosswalk

set clk_period 10.5
set clk_io_pct 0.2

create_clock -name clk0 -period $clk_period [get_ports {CLK}]

set non_clock_inputs [all_inputs -no_clocks]
set_input_delay [expr $clk_period * $clk_io_pct] -clock clk0 $non_clock_inputs
set_output_delay [expr $clk_period * $clk_io_pct] -clock clk0 [all_outputs]
==> qor.txt <==
Worst Clk Skew = 0.0161 ns
Layout area overhead = 10.2%
R2R Path Start = DCNT[12]
Final Cell Area = 4380 um^2
Placed Area = 4170 um^2
Total gr overflow = 0
Die width = 102 um
Core ar. = 9680 um^2
Arrival time worst endpoint = 1.33 ns
Tool warning count = 26
RSZ-0062 raised after global routing = false
IO Port Bufs = 8
Residual DRC = 0
Clk latency of the worst-skew pair = 0.35 ns
Post-synth area hogs = dfrtp_1 44%, nand3_1 3.7%, nand2_1 3.4%
First-iteration detailed-routing DRC count = 218
Leak pwr = 1.82 nW
Synth cell types = 54
CP peak stage delay = 0.53 ns
Crit path max-delay cell type = dfstp_2
Critical Path, Cell by Cell = clkdlybuf4s50_1
Commonest flop = dfrtp_1
Clock root buffer = clkbuf_8
Top-count cell post-synth = dfrtp_1
Routed wire per std cell = 15.1 um
Global-route wire length before repair = 15.0 mm
CTS resizes = 0
Vias in the first global route = 2962
Async SR Flop Fraction = 96.0%
Drt via density = 5.80
Antenna violations before repair = 0
Yosys stat cell total = 429
Delay-heaviest family, CP = flip-flops
Fin Setup TNS = 0 ns
Number of fill cells = 880
Total Wirelength = 8.58 mm
Synth area leader = dfrtp_1
Peak supply drop = 0.0590 mV
Total track usage = 18.8%
Number of I/O pins = 9
Clock Pin Slew Worst Setup and Hold Paths = 0.07 ns
Syn avg cell area = 9.26 um^2
Max-area cell share = 44.1%
Die y size = 102 um
Mapped Cells = 429
CTS Hold Bufs = 0
CTS tree = built
MaxCap Viol Count = 0
CP Launch Point = O_PR
Post-DP HPWL = 5.55 mm
CP startpoint kind = register
PwrDens = 134 nW/um^2
Largest net degree at the start of global routing = 51
DR pass1 iterations = 4
R2R Setup Slk = 7.85 ns
Post-synth top cells = 70 x dfrtp_1, 36 x nand2_1, 29 x nand3_1, 25 x a21oi_1, 25 x nor2_1
Core Util at FP = 41.0%
Chip area = 10300 um^2
Max Clock Freq = 292 MHz
Vias = 3287
WHS = 0.480 ns
Yosys warnings = 1
Worst min path class = register to register
Max H-tree Level = 3
Final Cycle Share = 32.6%
Layout cells sized above 1 = 6.45%
Clock sinks = 75
Crit Path Category = register to primary output
Final setup viols = 0
TritonCTS Buffers = 9
Slew Limit Fails = 0
Least-Margin Pin Slew = 0.891 ns
Max clock buf depth = 2
Comb gate area = 1940 um^2
HP Start = CNTGB[20]
CP Capture Type = primary output
Site Rows = 36
Antenna Cells = 0
Yosys stat area = 3970 um^2
Slew headroom = 40.1%
Final hold vios = 0
Bufs and invs on worst path = 1
Synth Seq Share = 47.7%
Final Wtd Congestion = 0.855
Crit path time final = 3.43 ns
Flop area = 1890 um^2
Detail Route Antenna Nets = 0
#FFs+latches synth = 75
EDFF count, synth = 3
CP required = 8.40 ns
Cell area after synthesis = 3970 um^2
Critical path peak fanout = 2
Status = complete, no violations
Setup Buffers After CTS = 0
-- worst paths after layout --
path                             endpoint  depth (start not counted)
worst max-delay path                   PR                          1
worst min-delay path            CNTGB[20]                          1
worst max register to register   state[0]                          4
worst min register to register  CNTGB[20]                          1
max in group asynchronous        DCNT[19]                          3
min in group asynchronous            O_RG                          2
-- sequential cells by signal, indices dropped and copies added (netlist names) --
name and count:
CNTGB 32, DCNT 32, O_PG 1, O_PR 1, O_RG 1, O_RR 1, O_RY 1, prev_state 3
state 3
-- logic make-up (layout without fill, tap and decap cells) --
family,count (synthesis),in the layout,synth area share (%)
AOI/OAI and AO/OA,100,100,16.2
xor gates and xnor gates,25,25,5.51
adders and majority gates,3,3,0.945
buffers and inverters,37,42,3.56
DFF,75,75,47.7
muxes,3,3,0.787
and+or+nand+nor,186,186,25.3
-- metrics by stage --
stage / utilization [%] / total power [W] / cells / worst slack, ns
2_1_floorplan: - / 0.000341 / 429 / 6.58
3_3_place_gp: 43.0 / 0.000350 / 552 / 6.91
3_5_place_dp: 43.0 / 0.000351 / 552 / 6.91
4_1_cts: 45.2 / 0.000594 / 567 / 7.05
5_1_grt: 45.2 / 0.000612 / 567 / 7.02
6_report: 45.2 / 0.000588 / 567 / 7.07
-- layout make-up --
cell class	count	area share (%)
multi-input combinational	317	44.2
tap	133	3.80
sequential	75	43.2
clock buffer	10	3.14
timing repair buffer	12	2.51
inverter	15	1.29
clock inverter	5	1.77
-- layout by cell type (no fill, tap or decap), drive strengths merged, types with 8 or more instances in the layout --
cell type / instances
nand3: 29
xnor2: 14
xor2: 11
or3: 14
nand4: 11
dfrtp: 70
nand2: 36
inv: 15
clkdlybuf4s50: 8
a31oi: 9
nor2: 25
clkbuf: 10
or4: 17
o21ai: 22
nor3: 21
a21oi: 25
nor4: 14
-- routing by layer --
metal / GRT usage (%) / vias to the layer above / part of all wire [%]
met4: 2.34 / 0 / 1.3
li1: - / 1619 / -
met1: 32.1 / 1578 / 51
met3: 3.64 / 10 / 5.2
met2: 26.4 / 80 / 42
met5: 0 / - / 0
-- power breakdown --
part | total [W] | switching [W] | internal (W)
sequential | 0.000315 | 0.0000148 | 0.000300
combinational | 0.0000300 | 0.0000167 | 0.0000133
clock | 0.000243 | 0.000105 | 0.000138
total | 0.000588 | 0.000136 | 0.000452
Power figures rest on the tool's default switching activity, not on a simulated workload.
